==> flow/design.v <==
package rv32i_pkg;
  typedef enum logic [3:0] {
    ALU_ADD  = 4'd0,
    ALU_SUB  = 4'd1,
    ALU_SLL  = 4'd2,
    ALU_SLT  = 4'd3,
    ALU_SLTU = 4'd4,
    ALU_XOR  = 4'd5,
    ALU_SRL  = 4'd6,
    ALU_SRA  = 4'd7,
    ALU_OR   = 4'd8,
    ALU_AND  = 4'd9
  } alu_op_e;
  typedef enum logic [2:0] {
    IMM_I = 3'd0,
    IMM_S = 3'd1,
    IMM_B = 3'd2,
    IMM_U = 3'd3,
    IMM_J = 3'd4,
    IMM_Z = 3'd5   
  } imm_t;
  typedef enum logic [1:0] {
    OP1_RS1  = 2'b00,
    OP1_PC   = 2'b01,
    OP1_ZERO = 2'b10
  } op1_sel_e;
  typedef enum logic [1:0] {
    OP2_RS2 = 2'b00,
    OP2_IMM = 2'b01
  } op2_sel_e;
  typedef enum logic [2:0] {
    BR_EQ  = 3'd0,
    BR_NE  = 3'd1,
    BR_LT  = 3'd2,
    BR_GE  = 3'd3,
    BR_LTU = 3'd4,
    BR_GEU = 3'd5
  } branch_t;
  typedef enum logic [1:0] {
    WB_ALU = 2'b00,
    WB_MEM = 2'b01,
    WB_PC4 = 2'b10,
    WB_IMM = 2'b11
  } wb_sel_e;
  typedef struct packed {
    imm_t      imm_type;
    op1_sel_e  op1_sel;
    op2_sel_e  op2_sel;
    alu_op_e   alu_op;
    branch_t   branch_type;
    logic      branch;
    logic      jump;
    logic      is_jump;       
    logic      is_jal;
    logic      is_jalr;
    logic      mem_read;
    logic      mem_write;
    logic [2:0] mem_funct3;   
    logic      reg_write;
    wb_sel_e   wb_sel;
    logic      is_lui;
    logic      is_auipc;
    logic      system;        
    logic      is_store;      
  } control_t;
endpackage : rv32i_pkg
`timescale 1ns/1ps
module forward_unit (
    input  logic [4:0]  rs1_0_id,
    input  logic [4:0]  rs2_0_id,
    input  logic [31:0] rs1_0_reg,
    input  logic [31:0] rs2_0_reg,
    input  logic [4:0]  rs1_1_id,
    input  logic [4:0]  rs2_1_id,
    input  logic [31:0] rs1_1_reg,
    input  logic [31:0] rs2_1_reg,
    input  logic [4:0]  rd_ex0,
    input  logic        reg_write_ex0,
    input  logic        is_load_ex0,
    input  logic [31:0] ex0_result,
    input  logic [4:0]  rd_ex1,
    input  logic        reg_write_ex1,
    input  logic        is_load_ex1,
    input  logic [31:0] ex1_result,
    output logic [31:0] fwd_rs1_0,
    output logic [31:0] fwd_rs2_0,
    output logic        fwd_rs1_0_en,
    output logic        fwd_rs2_0_en,
    output logic [31:0] fwd_rs1_1,
    output logic [31:0] fwd_rs2_1
);
  always_comb begin
    fwd_rs1_0    = rs1_0_reg;
    fwd_rs2_0    = rs2_0_reg;
    fwd_rs1_0_en = 1'b0;
    fwd_rs2_0_en = 1'b0;
    fwd_rs1_1    = rs1_1_reg;
    fwd_rs2_1    = rs2_1_reg;
    if (reg_write_ex0 && !is_load_ex0 && (rd_ex0 != 5'd0)) begin
      if (rs1_0_id == rd_ex0) begin
        fwd_rs1_0    = ex0_result;
        fwd_rs1_0_en = 1'b1;
      end
      if (rs2_0_id == rd_ex0) begin
        fwd_rs2_0    = ex0_result;
        fwd_rs2_0_en = 1'b1;
      end
    end
    if (reg_write_ex1 && !is_load_ex1 && (rd_ex1 != 5'd0)) begin
      if (rs1_1_id == rd_ex1) begin
        fwd_rs1_1 = ex1_result;
      end
      if (rs2_1_id == rd_ex1) begin
        fwd_rs2_1 = ex1_result;
      end
    end
    if (reg_write_ex0 && !is_load_ex0 && (rd_ex0 != 5'd0)) begin
      if ((rs1_1_id == rd_ex0) && !(reg_write_ex1 && !is_load_ex1 && (rd_ex1 == rs1_1_id))) begin
        fwd_rs1_1 = ex0_result;
      end
      if ((rs2_1_id == rd_ex0) && !(reg_write_ex1 && !is_load_ex1 && (rd_ex1 == rs2_1_id))) begin
        fwd_rs2_1 = ex0_result;
      end
    end
  end
endmodule
==> flow/run.sh <==
#!/bin/bash
# OpenROAD 26Q1-2900-gdf79404cd8, Yosys 0.63+post, stock flow scripts
make -C /OpenROAD-flow-scripts/flow DESIGN_CONFIG=/design/flow/config.mk WORK_HOME=/design/flow/orfs finish
==> flow/config.mk <==
export PLATFORM = sky130hd
export DESIGN_NAME = forward_unit
export DESIGN_NICKNAME = forward_unit
export VERILOG_FILES = /design/flow/design.v
export SDC_FILE = /design/flow/constraint.sdc
export NUM_CORES = 4
export LEC_CHECK = 1
export CORE_AREA = 10 10 144 144
export DIE_AREA = 0 0 154 154
==> flow/constraint.sdc <==
current_design forward_unit

set clk_period 9.9
set clk_io_pct 0.2

create_clock -name clk0 -period $clk_period

set non_clock_inputs [all_inputs -no_clocks]
set_input_delay [expr $clk_period * $clk_io_pct] -clock clk0 $non_clock_inputs
set_output_delay [expr $clk_period * $clk_io_pct] -clock clk0 [all_outputs]
==> run summary <==
gr ovfl total: 0
DP Worst Slack: 2.95 ns
drt total wl: 18,300 µm
initial antenna violation count: 0
DR iter-0 viols: 166
critical path type: in -> out
Post-CTS Setup Repair Bufs: 0
Synth Area per Inst: 8.81 µm²
yosys cell count: 279
maxcap violations: 0
Max Freq: 0.145 GHz
Setup-failing EPs final: 0
via density per instance: 4.47
Critical Path AT: 4.94 ns
max-slew violations: 0
flop count: 0
post-cts resize count: 0
Hold Violations, Final: 0
worst min path class: in -> out
Hold Slack: 4.99 ns
Syn Inst Count: 279
VDD IR max: 0.0000203 V
cts hold-fix bufs: 0
final worst slack: 2.98 ns
Area Overhead vs Synth: 151%
register share after synthesis: 0
share of cells above drive strength 1: 0.137
FP Util: 0.141
Buf/Inv on CP: 3
Req. time, crit path: 7.92 ns
routed len/inst: 21.8 µm
leakage: 2.21 nW
critical path startpoint: rd_ex0[4]
kind of cell adding the most delay to the critical path: buffers and inverters
largest net degree at the start of global routing: 33
Core Box Area: 17,500 µm²
GRT Total Usage: 0.142
Relative slew margins: 0.634
io pins: 356
fin cells: 839
first-pass GRT wire length: 26,600 µm
CP max stage delay: 0.63 ns
Final Cycle Share: 0.698
residual DRC count: 0
Ant. Diodes: 0
vias in the first global route: 3,966
post-synthesis instance area: 2460 µm²
crit-path cells: clkdlybuf4s50_1 > or4_4 > o21ai_4 > or4_4 > nor2_4 > buf_4 > a221o_1 > clkdlybuf4s50_1
Clock buffer cells: 0
placed cell count: 839
total die size: 23,700 µm²
slowest CP cell: clkdlybuf4s50_1
outcome: finished, final reports clean
Final ANT Viol Nets: 0
register area: 0 µm²
num rows: 48
final core occ: 0.353
Fillers: 1,737
Die H: 154 µm
warnings from Yosys: 1
Placer Congestion: 0.902
Die W: 154 µm
setup_tns: 0 ns
I/O Buffers: 356
RSZ-0062 raised after global routing: false
dpl hpwl: 15,700 µm
Worst Tran Pin Value: 0.548 ns
Power Dens Cells: 35.1 nW/µm²
CP Capture Type: primary output
OpenROAD warning count: 32
Hold Path Origin: rs2_0_reg[22]
Yosys chip area: 2460 µm²
CP Max Fanout: 18
DRT Pass-1 Iters: 4
fin crit period: 6.92 ns
via count: 3,752
Critical Path Start Type: primary input
Netlist cell types: 22
==> synthesized netlist by cell type, drive strengths merged <==
master | number | share of area
nor3 | 4 | 0.0081
nand4 | 2 | 0.0051
mux2 | 64 | 0.29
and2 | 64 | 0.16
nand3 | 4 | 0.0081
nor2b | 2 | 0.0051
buf | 22 | 0.082
nand2 | 3 | 0.0046
o21ai | 1 | 0.0066
or4 | 4 | 0.017
a221o | 64 | 0.26
nor2 | 5 | 0.0097
xor2 | 6 | 0.021
clkbuf | 7 | 0.011
o21ba | 2 | 0.013
nor4 | 1 | 0.0051
xnor2 | 24 | 0.086
==> report_power, final <==
part / switching [W] / internal, W
clock: 0 / 0
combinational: 0.0000537 / 0.000163
sequential: 0 / 0
total: 0.0000537 / 0.000163
==> logic make-up after synthesis <==
| logic type | share of synthesized area |
|---|---|
| muxes | 0.293 |
| AOI/OAI and AO/OA | 0.281 |
| buffers and inverters | 0.0937 |
| and+or+nand+nor | 0.226 |
| xor gates and xnor gates | 0.107 |
==> layout make-up <==
cell class,instances,area (µm²),share of cell area
multi-input combinational,250,2260,0.367
timing repair buffer,364,3620,0.588
tap,225,282,0.0457
==> final timing paths <==
path,endpoint,slack [ns],cells past startpoint
worst min-delay path,fwd_rs2_0[22],4.99,3
worst max-delay path,fwd_rs1_1[31],2.98,8
==> stage by stage <==
stage / total power [W] / cell area, µm²
after floorplan: 0.0000460 / 2460
after global placement: 0.000219 / 6170
after detailed placement: 0.000219 / 6170
after CTS: 0.000220 / 6170
after global routing: 0.000232 / 6170
final: 0.000217 / 6170
==> metal layers <==
metal | track usage | vias to the layer above | wire length, µm
met2 | 0.253 | 249 | 9100
met3 | 0.0557 | 4 | 2140
met1 | 0.165 | 1729 | 7000
li1 | - | 1770 | -
met5 | 0 | - | 0
met4 | 0.00495 | 0 | 65
==> cell usage in the layout, fill, tap and decap left out <==
master | Yosys | layout
or4_1 | 1 | 1
a221o_1 | 64 | 64
mux2_2 | 64 | 64
nand3_1 | 4 | 4
nor2b_1 | 2 | 2
nand2_1 | 3 | 3
nor4_4 | 0 | 1
nor3_2 | 0 | 3
o21ba_4 | 2 | 2
nor3_1 | 4 | 1
or4_4 | 3 | 3
nor2_4 | 0 | 2
clkdlybuf4s50_1 | 0 | 356
xor2_1 | 6 | 6
nor2_1 | 3 | 3
nand4_1 | 2 | 2
buf_4 | 2 | 8
and2_1 | 64 | 64
xnor2_1 | 24 | 24
o21ai_4 | 1 | 1
Power and IR drop assume default switching activity.
